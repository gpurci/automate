==> flow/design.v <==
module Pr_Verilog (clk, res, x, y, t1, t2, t3);
	input clk, res, x, y;
	output t1, t2, t3;
	reg [3:0]D;
	wire clk, res, x, y, t1, t2, t3, z4, z3, z2, z1, z0;
	assign z0 = ~D[0] & ~D[1] & ~D[2];
	assign z1 = D[0] & ~D[1] & ~D[2];
	assign z2 = ~D[0] & D[1] & ~D[2];
	assign z3 = D[0] & D[1] & ~D[2];
	assign z4 = ~D[0] & ~D[1] & D[2];
	assign t1 = z0 & x | z1 & x | z2 & x | z4 & x | z4 & y;
	assign t2 = z0 & ~x | z1 & x | z2 & x;
	assign t3 = z0 & ~x | z3 & x | z4 & x;
	always @ (posedge res or posedge clk)
		if (res)
		begin
			D[0] = 0;
			D[1] = 0;
			D[2] = 0;
		end
		else if (clk)
		begin
			D[0] = z0 & x | z4 & ~x | z0 & ~x | z2 & x;
			D[1] = z1 & x | z4 & y | z0 & ~x | z2 & x;
			D[2] = z3 & x;
		end
endmodule
==> flow/run.sh <==
#!/bin/bash
# OpenROAD 26Q1-2900-gdf79404cd8, Yosys 0.63+post, stock flow scripts
make -C /OpenROAD-flow-scripts/flow DESIGN_CONFIG=/design/flow/config.mk WORK_HOME=/design/flow/orfs finish
==> flow/config.mk <==
export PLATFORM = sky130hd
export DESIGN_NAME = Pr_Verilog
export DESIGN_NICKNAME = Pr_Verilog
export VERILOG_FILES = /design/flow/design.v
export SDC_FILE = /design/flow/constraint.sdc
export NUM_CORES = 4
export LEC_CHECK = 1
export CORE_AREA = 10 10 70 70
export DIE_AREA = 0 0 80 80
==> flow/constraint.sdc <==
current_design Pr_Verilog

set clk_period 2.6
set clk_io_pct 0.2

create_clock -name clk0 -period $clk_period [get_ports {clk}]

set non_clock_inputs [all_inputs -no_clocks]
set_input_delay [expr $clk_period * $clk_io_pct] -clock clk0 $non_clock_inputs
set_output_delay [expr $clk_period * $clk_io_pct] -clock clk0 [all_outputs]
==> results.json <==
{
  "largest_register_ff_count": 3,
  "tightest_slew_ns": 0.254,
  "p_leak_nw": 0.124,
  "pin_count": 7,
  "synthesis.instances": 19,
  "fmax_mhz": 404,
  "finalSetupViolCount": 0,
  "slew_headroom": 0.828,
  "min_path_type": "in -> async",
  "drt_iter0_drc": 21,
  "top_cell": "dfrtp_1",
  "design_area_sq_um": 349,
  "r2r_end": "D[1]",
  "finClkSkew_ns": 0.00379,
  "gr-total-overflow": 0,
  "cap_violations": 0,
  "total_power_w": 0.000326,
  "drv_slew": 0,
  "p_seq_frac": 0.322,
  "ys_top_cells_by_area": "dfrtp_1 36%, nand4bb_1 11%, a211oi_1 7.1%",
  "cts_root_buf": "clkbuf_4",
  "postPlaceCellArea_sq_um": 324,
  "worstRegToRegCells": 2,
  "crit_path_end_kind": "output pin",
  "slowest_stage": "or4_4",
  "drc_errors": 0,
  "pre_cts_slack_ns": -0.104,
  "status": "finished clean",
  "cts_tree": "yes",
  "edf_count": 0,
  "dieArea_sq_um": 6400,
  "syn_area_per_cell_sq_um": 11.1,
  "die_x_um": 80,
  "hold_violations": 0,
  "synth_cell_types": 14,
  "peakVddDrop_v": 0.000135,
  "tns_ns": 0,
  "wl_um": 557,
  "worst_setup_path_start_kind": "input pin",
  "clock_path_buffers": 2,
  "num_antenna_cells": 0,
  "p_per_area_nw_per_um2": 934,
  "slowest_delay_ns": 0.56,
  "row_count": 21,
  "crit_arrival_ns": 1.96,
  "fillers": 396,
  "reg2reg_slack_ns": 1.39,
  "synth_seq_share": 0.357,
  "post-cts-setup-buffers": 0,
  "hold_buffers": 0,
  "htree_levels": 1,
  "crit_type": "in -> out",
  "grt_max_degree": 9,
  "crit_required_ns": 2.08,
  "period_used_share": 0.952,
  "warnings": 25,
  "track_usage": 0.0195,
  "comb_power_share": 0.426,
  "top_area_cell": "dfrtp_1",
  "synth_area_sq_um": 210,
  "die_h_um": 80,
  "p_sw_frac": 0.320,
  "fp-utilization": 0.0615,
  "post_cts_resized": 1,
  "top_cells_by_count": "3 x dfrtp_1, 2 x a211oi_1, 2 x inv_1, 2 x nand4bb_1",
  "cts.sink_count": 3,
  "clkSlewWorstSetupHoldPaths_ns": 0.04,
  "path_cells": "dlygate4sd2_1 > or4_4 > nand3b_1 > clkdlybuf4s50_1",
  "avgRoutedWirePerCell_um": 7.43,
  "ys_chip_area_sq_um": 210,
  "dr_total_vias": 190,
  "fin_ws_ns": 0.125,
  "grt_pass1_wl_um": 979,
  "synth_top_area_share": 0.357,
  "drt-pass1-iter-count": 2,
  "ys.flops": 3,
  "ys_async_sr_fraction": 1.00,
  "numCtsBuffers": 3,
  "crit-reg2reg-launch": "D[1]",
  "clock.latency.late_pin_ns": 0.23,
  "synth_warnings": 1,
  "dpl.hpwl_um": 434,
  "ys.flop_type": "dfrtp_1",
  "crit_fanout": 7,
  "yosys_cells": 19,
  "clockPowerShare": 0.252,
  "viasPerCell": 2.53,
  "p_sw_w": 0.000104,
  "final_util": 0.102,
  "drive_gt1_frac": 0.241,
  "rsz0062_at_grt": "no",
  "drtAntennaViolNets": 0,
  "gp_congestion": 0.741,
  "grt_antenna_before_repair": 0,
  "coreArea_sq_um": 3420,
  "fin_crit_ns": 2.48,
  "setup.worst_path.start": "x",
  "syn_to_final_growth_pct": 66.1,
  "grt_pass1_vias": 186,
  "p_int_w": 0.000222,
  "numPortBuffers": 6
}
[per-stage QoR]
stage / hold WS, ns / instances
3_5_place_dp: 0.587 / 71
4_1_cts: 0.459 / 75
6_report: 0.459 / 75
3_3_place_gp: 0.551 / 71
2_1_floorplan: 0.274 / 19
5_1_grt: 0.478 / 75
[cell type report]
| class | instances | area (sq um) | area share |
|---|---|---|---|
| clock buffer | 4 | 26.3 | 0.0753 |
| inverter | 2 | 7.51 | 0.0215 |
| multi-input combinational | 13 | 116 | 0.333 |
| sequential | 3 | 75.1 | 0.215 |
| tap | 46 | 57.6 | 0.165 |
| timing repair buffer | 7 | 66.3 | 0.190 |
[power by group through the flow]
| stage | sequential, W | clock (W) | combinational (W) |
|---|---|---|---|
| CTS | 0.000104 | 0.0000843 | 0.000142 |
| global route | 0.000114 | 0.0000889 | 0.000153 |
| finish | 0.000105 | 0.0000820 | 0.000139 |
[cell families after synthesis]
family,share of synthesized area
simple gates,0.280
buf+inv,0.0893
xor+xnor,0.0417
fa+ha+maj,0.0476
flops,0.357
compound gates,0.184
[placed cells by master, fill, tap and decap left out, drive strengths merged]
cell type	instances
a211oi	2
and4b	1
buf	1
clkbuf	4
clkdlybuf4s50	5
dfrtp	3
dlygate4sd2	1
inv	2
maj3	1
nand3b	1
nand4bb	2
nor2b	1
o21ai	1
o21ba	1
o311ai	1
or4	1
xnor2	1
[layer usage]
layer | GRT usage | vias up | share of wire
li1 | - | 95 | -
met1 | 0.0300 | 86 | 0.50
met2 | 0.0152 | 9 | 0.25
met3 | 0.0216 | 0 | 0.25
met4 | 0.00176 | 0 | 0
met5 | 0 | - | 0
[worst max-delay path by stage]
| stage | endpoint | cells after the start |
|---|---|---|
| 4_1_cts | t3 | 4 |
| 5_1_grt | t3 | 4 |
| 6_report | t3 | 4 |
[worst max-delay path, delay by kind of cell]
family,cells,cell delay [ns]
buffers and inverters,2,0.77
and+or+nand+nor,2,0.67
